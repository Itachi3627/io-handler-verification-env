===== flow/constraint.sdc =====
current_design IO_Handler

set clk_period 2.8
set clk_io_pct 0.2

create_clock -name clk0 -period $clk_period [get_ports {clk}]

set non_clock_inputs [all_inputs -no_clocks]
set_input_delay [expr $clk_period * $clk_io_pct] -clock clk0 $non_clock_inputs
set_output_delay [expr $clk_period * $clk_io_pct] -clock clk0 [all_outputs]

===== flow/run.sh =====
#!/bin/bash
# OpenROAD 26Q1-2900-gdf79404cd8, Yosys 0.63+post, stock flow scripts
make -C /OpenROAD-flow-scripts/flow DESIGN_CONFIG=/design/flow/config.mk WORK_HOME=/design/flow/orfs finish

===== flow/design.v =====
module IO_Handler #(
    parameter IO_PORTS = 4
)(
    input logic clk,
    input logic reset,
    input logic [31:0] io_addr,        
    input logic io_write,              
    input logic io_read,               
    input logic [31:0] io_wdata,       
    output logic [31:0] io_rdata,      
    output logic io_irq,               
    input  logic [7:0] io_in  [IO_PORTS-1:0],   
    output logic [7:0] io_out [IO_PORTS-1:0]    
);
    logic [7:0] data_in_reg  [IO_PORTS-1:0];    
    logic [7:0] data_out_reg [IO_PORTS-1:0];    
    logic [7:0] control_reg  [IO_PORTS-1:0];    
    logic [7:0] status_reg   [IO_PORTS-1:0];    
    integer i;
    initial begin
        io_irq = 0;
        for(i=0; i<IO_PORTS; i=i+1) begin
            data_in_reg[i]  = 0;
            data_out_reg[i] = 0;
            control_reg[i]  = 0;
            status_reg[i]   = 0;
            io_out[i]       = 0;
        end
    end
    always @(posedge clk) begin
        for (i=0; i<IO_PORTS; i=i+1) begin
            if (io_in[i] != data_in_reg[i]) begin
                data_in_reg[i] <= io_in[i];
                status_reg[i][0] <= 1;     
                if (control_reg[i][0])     
                    io_irq <= 1;
            end
        end
    end
    wire [3:0] port_sel = io_addr[5:2];  
    wire [1:0] reg_sel  = io_addr[1:0];  
    always @(posedge clk) begin
        if (reset) begin
            io_irq <= 0;
        end
        else begin
            if (io_write) begin
                case (reg_sel)
                    2'b01: begin data_out_reg[port_sel] <= io_wdata[7:0]; io_out[port_sel] <= io_wdata[7:0]; end
                    2'b10: control_reg[port_sel] <= io_wdata[7:0];
                    2'b11: status_reg[port_sel]  <= io_wdata[7:0];  
                endcase
            end
            if (io_read) begin
                case (reg_sel)
                    2'b00: io_rdata <= {24'b0, data_in_reg[port_sel]};
                    2'b01: io_rdata <= {24'b0, data_out_reg[port_sel]};
                    2'b10: io_rdata <= {24'b0, control_reg[port_sel]};
                    2'b11: io_rdata <= {24'b0, status_reg[port_sel]};
                endcase
            end
        end
    end
    always @(posedge clk) begin
        if (io_read && reg_sel==2'b11) begin
            io_irq <= 0;                
            status_reg[port_sel][0] <= 0;
        end
    end
endmodule

===== flow/config.mk =====
export PLATFORM = sky130hd
export DESIGN_NAME = IO_Handler
export DESIGN_NICKNAME = IO_Handler
export VERILOG_FILES = /design/flow/design.v
export SDC_FILE = /design/flow/constraint.sdc
export NUM_CORES = 4
export LEC_CHECK = 1
export CORE_UTILIZATION = 30
export SYNTH_HDL_FRONTEND = slang

==> Table 3: Implementation characteristics <==
Implementation parameters

Parameter                              Value

Setup path
  Slowest library cell on the worst path    clkdlybuf4s50_1
  Cell Chain, Critical Path    clkdlybuf4s50_1 > nor2b_1 > nand2_1 > or3_1 > nor2_1 > buf_4
  CP Max Fanout    8
  Largest stage delay on the critical path    540 ps
  Setup crit end kind    flip-flop
  Arrival @ worst endpoint    2260 ps
  Data required time of the worst path    2930 ps
  Kind of launch point of the worst setup path    primary input
  Worst Path Class, Setup    primary input to flip-flop

Final timing
  Final hold violation count    0
  Fin crit period    2135 ps
  Worst-Margin Slew    731.1 ps
  Max Clk Rate    468.5 MHz
  Worst path setup slack after routing    665.3 ps
  Skew final    9.721 ps
  Total negative slack for setup checks    0 ps
  Max-slew violations    0
  Setup repair after global routing missed its margin    no
  Final setup violation count    0
  Post-route clock period utilization    0.7624
  Relative slew slack    0.5111

Placed design
  Sum of net half-perimeters after detailed placement    9.836 mm
  Placement Setup Slack    233.7 ps
  Routability Congestion    0.8840
  Number of cells in the design after placement    732
  IO buf count    89
  Instance area after placement    8051 um^2

Yosys
  Yosys cell count    351
  Synth warnings    2
  Synthesized chip area reported by yosys    6793 um^2
  Seq cells post-synth    168
  Netlist area before placement    6793 um^2
  Gate Count Post-Synth    351
  Count of distinct cell types in the synthesized netlist    26
  Synthesized area divided by synthesized cell count    19.35 um^2
  Sequential cell area fraction in the yosys report    0.7368

Power and ir drop
  Portion of total power attributed to combinational logic    0.060
  Ratio of total power to cell area    640.0 nW/um^2
  Static leakage    0.002945 uW
  Power, Total    5538 uW
  Net Sw Frac    0.2053
  Net load switching power    1137 uW
  Power share of the sequential group    0.512
  Internal cell power    4401 uW
  Part of the power in the clock network    0.427
  Maximum vdd drop    383.5 uV

Run
  Max-capacitance violation count    0
  Number of warnings in the stage logs    75

GRT
  Total global routing track utilization    0.1331
  Via count of the first global-routing pass    3779
  Global-route wire length before repair    21.78 mm
  Maximum number of pins on one net before global-route repair    37
  Global route overflow    0
  Initial antenna violation count    0

Floorplan
  Die width    152.5 um
  Std-Cell Core Area    22030 um^2
  Initial core utilization    0.3084
  Die Y-Extent    152.5 um
  Die Area    23250 um^2
  FP Rows    54
  Count of boundary I/O pins    165

Cells and area
  Tally of non-filler cells in the final layout    764
  Number of fill cells    1944
  Top library cells by usage in the layout, fill and taps aside    164 x edfxtp_1, 88 x clkdlybuf4s50_1, 32 x xor2_1
  Commonest non-fill, non-tap cell in the layout    edfxtp_1
  Layout cells sized above 1    0.1529
  Post-Layout Inst Area    8653 um^2
  Area Growth Syn to Fin    27.39%

Route
  Count of vias placed by the detailed router    3538
  Number of violations reported at the end of detailed-routing iteration 0    224
  # diodes    0
  Post-detailed-route DRC marker count    0
  Total wire length    14.26 mm
  Routed length per instance    18.66 um
  Via density per instance    4.631
  Iteration tally of the first detailed-router pass    15
  Final ANT Viol Nets    0

Clock tree
  Clock buffers created by TritonCTS    17
  Clk sinks    168
  Clock slew at reported path FFs    60 ps
  Clock tree from TritonCTS    built
  Quantity of hold-fixing buffers added after cts    0
  Post-CTS Setup Bufs    0
  Buffer cell driving the clock tree root    clkbuf_16
  Worst skew pair latency    420 ps
  Bufs on Longest Clock Path    2
  H-Tree Level Count    4
  Resized Gates After CTS    0

Hold path
  Min-delay worst type    flip-flop to flip-flop

Outcome
  Result of the run    completed
synth_stat cells:
| library cell | n | share of area |
|---|---|---|
| edfxtp_1 | 164 | 0.72 |
| xor2_1 | 32 | 0.041 |
| buf_4 | 28 | 0.031 |
| mux4_2 | 19 | 0.063 |
| nor2_1 | 17 | 0.0094 |
| a22oi_1 | 16 | 0.018 |
| nand2_1 | 15 | 0.0083 |
| mux4_1 | 13 | 0.050 |
| nor4_1 | 12 | 0.011 |
| or3_1 | 5 | 0.0046 |
| dfxtp_1 | 4 | 0.012 |
| nor2b_1 | 4 | 0.0037 |
| o31a_1 | 4 | 0.0052 |
| buf_2 | 3 | 0.0022 |
| buf_6 | 2 | 0.0033 |
| clkbuf_1 | 2 | 0.0011 |
| nand2b_1 | 2 | 0.0018 |
| and2_1 | 1 | 0.00092 |
| buf_12 | 1 | 0.0029 |
| clkbuf_2 | 1 | 0.00074 |
| conb_1 | 1 | 0.00055 |
| inv_1 | 1 | 0.00055 |
| nand4b_1 | 1 | 0.0013 |
| nor3_1 | 1 | 0.00074 |
| o21ai_0 | 1 | 0.00074 |
| or2_0 | 1 | 0.00092 |
routing by layer:
layer,vias to the layer above,global-route usage,part of all wire
li1,1600,-,-
met1,1762,0.1800,0.38
met2,158,0.2067,0.49
met3,18,0.06665,0.11
met4,0,0.02116,0.017
met5,-,0,0
per-stage QoR:
step,hold slack [ps],util
final,480.7,0.3929
after global routing,505.1,0.3929
after CTS,483.5,0.3929
after detailed placement,468.9,0.3655
after global placement,458.5,0.3655
after floorplan,447.5,-
critical path, delay by kind of cell:
| family | cells | cell delay [ps] |
|---|---|---|
| buffers and inverters | 2 | 740 |
| AND/OR/NAND/NOR | 4 | 970 |
worst paths after layout:
check | to | slack, ps | start | cells after the start
max | io_out[7] | 670 | io_write | 6
min reg2reg | status_reg[0][0] | 480 | status_reg[0][0] | 1
max reg2reg | status_reg[1][0] | 880 | data_in_reg[1][2] | 4
min | status_reg[0][0] | 480 | status_reg[0][0] | 1
logic make-up (layout without fill, tap and decap cells):
family / count (synthesis) / after routing / synth area share
xor+xnor: 32 / 32 / 0.04126
buf+inv: 38 / 147 / 0.04181
mux: 32 / 32 / 0.1133
simple gates: 59 / 59 / 0.04273
flops: 168 / 168 / 0.7368
other cells: 1 / 25 / 0.0005521
compound gates: 21 / 21 / 0.02358
cell type report:
class	count	area, um^2	area share
Inverter	1	3.754	0.0004338
Multi-Input combinational cell	169	1594	0.1842
Timing Repair Buffer	114	1099	0.1270
Tap cell	280	350.3	0.04049
Sequential cell	168	5005	0.5784
Clock inverter	13	168.9	0.01952
Clock buffer	19	432.9	0.05003
power groups by stage:
stage     sequential (uW)  clock [uW]  combinational, uW
4_1_cts              2840        2410                342
5_1_grt              2840        2510                364
6_report             2840        2370                334
Power figures rest on the tool's default switching activity, not on a simulated workload.
